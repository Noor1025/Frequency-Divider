<file path="/design/flow/run.sh">
#!/bin/bash
# OpenROAD 26Q1-2900-gdf79404cd8, Yosys 0.63+post, stock flow scripts
make -C /OpenROAD-flow-scripts/flow DESIGN_CONFIG=/design/flow/config.mk WORK_HOME=/design/flow/orfs finish
</file>
<file path="/design/flow/design.v">
module fractional_divider(input_clk, output_clk, divider_integer, divider_select, divider_fraction, rst_n, rst_ddsm_n);
    input input_clk, rst_n, rst_ddsm_n;
    input [7:0] divider_integer;
    input [2:0] divider_select;
    input [15:0] divider_fraction;
    output output_clk;
    wire [3:0] ddsm_control;
    wire [7:0] sum_result;
    reg [7:0] ddsm_shifted;
    wire carry_out;
    integer_divider I1 (.input_clk(input_clk), .divider(sum_result), .select(divider_select), .div_clk(output_clk), .rst_n(rst_n));
    third_order_ddsm T1(divider_fraction, ddsm_control, output_clk, rst_ddsm_n);
    always @(ddsm_control) begin
        if (ddsm_control[3] == 1) begin
            ddsm_shifted = {1'b1, 1'b1, 1'b1, 1'b1, ddsm_control};   
        end
        else begin
            ddsm_shifted = {1'b0, 1'b0, 1'b0, 2'b0, ddsm_control};
        end
    end
    adder_8_bit A1(divider_integer, ddsm_shifted, carry_out, sum_result);
endmodule
module third_order_ddsm(input_frac, output_control, mod_clk, rst_n);
    input [15:0] input_frac;
    input mod_clk, rst_n;
    output signed [3:0] output_control;
    wire [15:0] acc_out1, acc_out2, acc_out3;
    wire [3:0] mod_control1, mod_control2, mod_control3;
    reg signed [3:0] mod_control2_d, mod_control3_d; 
    wire signed [3:0] mod_control_sum;
    accumulator_16_bit ACC1(input_frac, mod_clk, acc_out1, mod_control1, rst_n);
    accumulator_16_bit ACC2(acc_out1, mod_clk, acc_out2, mod_control2, rst_n);
    accumulator_16_bit ACC3(acc_out2, mod_clk, acc_out3, mod_control3, rst_n);
    always @(posedge mod_clk) begin
        if (rst_n == 1) begin
            mod_control2_d <= 0;
            mod_control3_d <= 0;
        end
        else begin
            mod_control2_d <= mod_control2;
            mod_control3_d <= mod_control_sum;
        end
    end
    assign mod_control_sum = mod_control1 + mod_control2 - mod_control2_d;
    assign output_control = mod_control1 + mod_control_sum - mod_control3_d;
endmodule
module integer_divider(input_clk, divider, select, output_clk, div_clk, rst_n);
    input input_clk, rst_n;
    input [7:0] divider;
    input [2:0] select;
    output output_clk, div_clk;
    wire [7:0] intermediate_t, control_bits, divider_output, intermediate_mn;
    genvar i, j;
    generate
        for (i = 0; i < 7; i = i + 1) begin: or_gates
            or g(intermediate_mn[i], divider_output[i+1], control_bits[i]);
        end
    endgenerate
    generate
        for (j = 1; j < 7; j = j + 1) begin: vaucher
            vaucher_2_3 v(intermediate_t[j], intermediate_mn[j], divider[j], divider_output[j], intermediate_t[j+1], rst_n);
        end
    endgenerate
    vaucher_2_3 V0(input_clk, intermediate_mn[0], divider[0], div_clk, intermediate_t[1], rst_n);
    vaucher_2_3 V1(intermediate_t[7], intermediate_mn[7], divider[7], divider_output[7], output_clk, rst_n);
    assign div_clk = divider_output[0];
    assign control_bits[0] = intermediate_mn[7];
    decoder3x8 DEC(select, control_bits);
endmodule
module accumulator_16_bit(input_value, clk, acc_out, control_out, rst_n);
    input [15:0] input_value;
    input clk, rst_n;
    output reg [15:0] acc_out;
    output [3:0] control_out;
    wire [15:0] sum_result;
    adder_16bit A1(input_value, acc_out, sum_result, control_out);
    always @(posedge clk) begin
        if (rst_n == 1) begin
            acc_out <= 0;
        end
        else begin
            acc_out <= sum_result;
        end
    end
endmodule
module adder_16bit(input1, input2, output_sum, carry_out);
    input [15:0] input1, input2;
    output [3:0] carry_out;
    output [15:0] output_sum;
    assign {carry_out, output_sum} = input1 + input2;
endmodule
module vaucher_2_3(input_clk, intermediate_min, divider_bit, mout, output_clk, rst_n);
    input input_clk, intermediate_min, divider_bit, rst_n;
    output output_clk, mout;
    reg q0, q1;
    wire t0, t1;
    xnor g1(t0, q0, q1);
    and g2(t1, mout, divider_bit);
    and g3(mout, q0, intermediate_min);
    assign output_clk = ~q0;
    always @(posedge input_clk) begin
        if (rst_n == 1) begin
            q0 <= 0;
            q1 <= 0;
        end
        else begin
            q0 <= t0;
            q1 <= t1;
        end
    end
endmodule
module decoder3x8(input_select, output_bits);
    input [2:0] input_select;
    output reg [7:0] output_bits;
    always @(*) begin
        case (input_select)
            0: output_bits = 1;
            1: output_bits = 2;
            2: output_bits = 4;
            3: output_bits = 8;
            4: output_bits = 16;
            5: output_bits = 32;
            6: output_bits = 64;
            7: output_bits = 128;
            default: output_bits = 1;
        endcase
    end
endmodule
module adder_8_bit(input_a, input_b, carry_out, sum_out);
    input [7:0] input_a, input_b;
    output carry_out;
    output [7:0] sum_out;
    wire [6:0] carry;
    FA f1(input_a[0], input_b[0], 1'b0, sum_out[0], carry[0]);
    FA f2(input_a[1], input_b[1], carry[0], sum_out[1], carry[1]);
    FA f3(input_a[2], input_b[2], carry[1], sum_out[2], carry[2]);
    FA f4(input_a[3], input_b[3], carry[2], sum_out[3], carry[3]);
    FA f5(input_a[4], input_b[4], carry[3], sum_out[4], carry[4]);
    FA f6(input_a[5], input_b[5], carry[4], sum_out[5], carry[5]);
    FA f7(input_a[6], input_b[6], carry[5], sum_out[6], carry[6]);
    FA f8(input_a[7], input_b[7], carry[6], sum_out[7], carry_out);
endmodule
module FA(bit_a, bit_b, carry_in, sum_out, carry_out);
    input bit_a, bit_b, carry_in;
    output sum_out, carry_out;
    assign sum_out = bit_a ^ bit_b ^ carry_in;
    assign carry_out = (bit_a & bit_b) | (bit_a & carry_in) | (bit_b & carry_in);
endmodule
</file>
<file path="/design/flow/config.mk">
export PLATFORM = sky130hd
export DESIGN_NAME = fractional_divider
export DESIGN_NICKNAME = fractional_divider
export VERILOG_FILES = /design/flow/design.v
export SDC_FILE = /design/flow/constraint.sdc
export NUM_CORES = 4
export LEC_CHECK = 1
export CORE_UTILIZATION = 50
</file>
<file path="/design/flow/constraint.sdc">
current_design fractional_divider

set clk_period 9.3
set clk_io_pct 0.2

create_clock -name clk0 -period $clk_period [get_ports {input_clk}]

set non_clock_inputs [all_inputs -no_clocks]
set_input_delay [expr $clk_period * $clk_io_pct] -clock clk0 $non_clock_inputs
set_output_delay [expr $clk_period * $clk_io_pct] -clock clk0 [all_outputs]
</file>
==> CHANGELOG.md <==
### Changed

- Total grt overflow: 0
- Largest net degree at the start of global routing: 43
- CP Capture Type: primary output
- DRC Markers: 0
- Syn. warnings: 5
- Vias: 2467
- RePlAce Congestion: 0.806
- FFs w/ async S/R, synth: 0%
- # IOs: 31
- Register pins left without a clock: 50
- Commonest non-fill, non-tap cells in the layout: dfxtp_1, nor2_1, ha_1
- Post-CTS Setup Bufs: 0
- Pleak: 1.67 nW
- WHS: 0.484 ns
- Max rail drop VDD: 75.3 µV
- Worst-path clk slew: 0.03 ns
- Die width: 83.7 µm
- Final setup violation count: 0
- Fmax: 167 MHz
- Ant diodes: 0
- Post-synth EDFFs: 0
- Hold path depth: 2
- Endpoints left unconstrained: 50
- Antenna violations before repair: 0
- Placed cell count: 465
- Yosys cell types: 56
- GR Util All Layers: 17.4%
- Layout area overhead: 12.9%
- Crit path max-delay family: buffers and inverters
- Syn Area/Cell: 9.22 µm²
- CP startpoint kind: input pin
- Final min period: 5.99 ns
- Full die area: 7000 µm²
- CP dominant cell by count: clkdlybuf4s50_1
- Met3 GRT Util: 0.402%
- Layout Cells excl Fill: 468
- Core Rows: 29
- Proportion of layout cells with a drive suffix above 1: 5.88%
- Max-cap violations: 0
- CTS tree: yes
- Cell area after synthesis: 3340 µm²
- Routed wire per std cell: 11.9 µm
- Main synth FF type: dfxtp_1
- Iteration-0 DRC Markers: 66
- Tool Warnings: 26
- Arrival @ worst endpoint: 4.13 ns
- Headroom to the max-slew limit: 52.1%
- # Cells Yosys: 362
- DP Wirelength: 4490 µm
- Number of hold buffers added after CTS: 0
- Die Ht: 83.7 µm
- Worst-skew pair later-pin latency: 0.21 ns
- Core area: 6390 µm²
- GR Util met2: 26.6%
- Cts bufs inserted: 3
- Register area: 1040 µm²
- Drt pass-1 iters: 4
- CP required: 7.44 ns
- Worst Skew: 0.00245 ns
- Power Density: 34.5 nW/µm²
- Slowest cell on the critical path: clkdlybuf4s50_1
- Power consumption: 0.130 mW
- Chip Area, Yosys: 3340 µm²
- Status: finished clean
- Number of global-route vias before repair: 2258
- Slew Limit Fails: 0
- Final Hold Violation Tally: 0
- PortBufs: 30
- Critical path type: in -> out
- # fillers: 553
- RSZ-0062 raised after global routing: false
- Setup ws final: 3.31 ns
- First-pass GRT wire length: 10000 µm
- Busiest layer in global routing: met1
- Register bit total from synthesis: 52
- Met1 usage: 29.7%
- Final period util: 64.4%
- Worst reg2reg path depth: 4
- Fp util: 52.3%
- Pre-CTS setup slack: 3.32 ns
- Root buffer cell: clkbuf_8
- Hold Path Class: reg -> reg
- Post-DRT Antenna Nets: 0
- Wirelength, routed: 5570 µm
- Seq/Total Area, Yosys: 31.2%
- Post-CTS resize count: 0
- Fin Setup TNS: 0 ns
- Clk buf depth: 2
- MI comb area: 2170 µm²
- Post-Syn Instances: 362
- Commonest Layout Cell: dfxtp_1
- Vias per cell: 5.27
- Measured slew at the worst slew-check pin: 0.715 ns
- H-Tree Depth: 1
- Worst path depth: 7
- Cell chain of the critical path: clkdlybuf4s50_1 -> or3b_4 -> a211oi_2 -> o2111a_1 -> o21ai_2 -> o31ai_4 -> clkdlybuf4s50_1
- CP max stage delay: 0.52 ns
- CP bufs+invs: 2
- CP max FO: 6
==> path summary, 6_finish.rpt <==
path / end / from / slack [ns]
worst min register to register: I1.V0.q0 / I1.V0.q1 / 0.48
worst max-delay path: output_clk / divider_select[2] / 3.31
worst min-delay path: I1.V0.q0 / I1.V0.q1 / 0.48
worst max register to register: I1.V0.q1 / I1.V0.q0 / 7.87
==> stage by stage <==
step / cell area [µm²] / util (%)
2_1_floorplan: 3340 / -
3_3_place_gp: 3730 / 58.3
3_5_place_dp: 3730 / 58.3
4_1_cts: 3770 / 59.0
5_1_grt: 3770 / 59.0
6_report: 3770 / 59.0
==> cell families (layout without fill, tap and decap cells) <==
group | count (synthesis) | count (layout) | synth area share [%]
compound gates | 87 | 87 | 19.7
xor+xnor | 31 | 31 | 8.14
fa+ha+maj | 51 | 51 | 21.1
buf+inv | 33 | 62 | 3.71
flops | 52 | 52 | 31.2
mux | 3 | 3 | 1.01
simple gates | 105 | 105 | 15.1
==> layer usage <==
layer  part of all wire [%]  wire (µm)
met1                     56       3130
met2                     42       2360
met3                    1.4         80
met4                      0          0
met5                      0          0
==> Yosys cell counts (2+ instances only) <==
| cell type | n | share of area [%] |
|---|---|---|
| inv_1 | 26 | 2.9 |
| a21o_1 | 10 | 2.2 |
| o31ai_1 | 2 | 0.45 |
| a31oi_1 | 3 | 0.56 |
| a21oi_1 | 15 | 2.2 |
| mux2_2 | 3 | 1.0 |
| o21bai_1 | 2 | 0.45 |
| a2111oi_0 | 2 | 0.53 |
| o21ai_0 | 15 | 2.2 |
| a211oi_1 | 8 | 1.8 |
| nand2b_1 | 2 | 0.37 |
| ha_1 | 42 | 16 |
| xnor2_1 | 12 | 3.1 |
| nor4_1 | 2 | 0.37 |
| fa_1 | 9 | 5.4 |
| nor3b_1 | 3 | 0.67 |
| o21ai_1 | 2 | 0.30 |
| clkbuf_1 | 4 | 0.45 |
| and2_1 | 2 | 0.37 |
| nor2_1 | 43 | 4.8 |
| xor2_1 | 19 | 5.0 |
| dfxtp_1 | 52 | 31 |
| buf_1 | 2 | 0.23 |
| o21a_1 | 8 | 1.8 |
| a211oi_2 | 2 | 0.75 |
| nor2b_1 | 10 | 1.9 |
| nor3_1 | 11 | 1.6 |
| o211ai_1 | 3 | 0.67 |
| nand2_1 | 20 | 2.2 |
| nand3_1 | 2 | 0.30 |
==> worst reg2reg max path, stage by stage, from the launching register on <==
cell     delay [ns]
dfxtp_1        0.36
inv_1          0.10
o31ai_4        0.34
buf_4          0.38
and3b_1        0.20
==> sequential cells by signal (all words and copies together), names as in the netlist <==
register,count
I1.V0.q1,1
I1.vaucher.v.q1,6
T1.ACC1.acc_out,16
I1.vaucher.v.q0,6
I1.V0.q0,1
T1.mod_control3_d,3
T1.mod_control2_d,1
I1.V1.q0,1
T1.ACC2.acc_out,16
I1.V1.q1,1
==> final cells by class <==
cell class,count,area share (%)
multi-input combinational,277,57.7
tap,77,2.56
sequential,52,27.6
timing repair buffer,32,8.37
inverter,27,2.69
clock buffer,3,1.10
==> report_power, final <==
part | total, mW | switching, mW | internal (mW)
registers | 0.0204 | 0.00178 | 0.0186
logic | 0.0750 | 0.0376 | 0.0374
clock network | 0.0347 | 0.00726 | 0.0274
total | 0.130 | 0.0466 | 0.0835
Power figures rest on the tool's default switching activity, not on a simulated workload.
